--- design/flow/constraint.sdc ---
current_design bin2BCD

set clk_period 4.3
set clk_io_pct 0.2

create_clock -name clk0 -period $clk_period [get_ports {clk}]

set non_clock_inputs [all_inputs -no_clocks]
set_input_delay [expr $clk_period * $clk_io_pct] -clock clk0 $non_clock_inputs
set_output_delay [expr $clk_period * $clk_io_pct] -clock clk0 [all_outputs]
--- design/flow/run.sh ---
#!/bin/bash
# OpenROAD 26Q1-2900-gdf79404cd8, Yosys 0.63+post, stock flow scripts
make -C /OpenROAD-flow-scripts/flow DESIGN_CONFIG=/design/flow/config.mk WORK_HOME=/design/flow/orfs finish
--- design/flow/design.v ---
`timescale 1ns / 1ps
module bin2BCD(
input clk,
input en,
input [11:0] bin_d_in,
output [15:0] bcd_d_out,
output rdy
);
parameter IDLE = 3'b000;
parameter SETUP = 3'b001;
parameter ADD = 3'b010;
parameter SHIFT = 3'b011;
parameter DONE = 3'b100;
reg [27:0] bcd_data = 0;
reg [2:0] state = 0;
reg busy = 0;
reg [3:0] sh_counter = 0;
reg [1:0] add_counter = 0;
reg result_rdy = 0;
always @(posedge clk)
    begin
        if(en)
            begin
            if(~busy)
    begin
        bcd_data <= {16'b0, bin_d_in};
        state <= SETUP;
    end
end
    case(state)
        IDLE:
        begin
            result_rdy <= 0;
            busy <= 0;
        end
SETUP:
begin
    busy <= 1;
    state <= ADD;
end
ADD:
begin
    case(add_counter)
        0:
        begin
            if(bcd_data[15:12] > 4)
            begin
                bcd_data[27:12] <= bcd_data[27:12] + 3;
            end
            add_counter <= add_counter + 1;
        end
1:
begin
    if(bcd_data[19:16] > 4)
    begin
        bcd_data[27:16] <= bcd_data[27:16] + 3;
    end
    add_counter <= add_counter + 1;
end
2:
begin
    if((add_counter == 2) && (bcd_data[23:20] > 4))
    begin
        bcd_data[27:20] <= bcd_data[27:20] + 3;
    end
    add_counter <= add_counter + 1;
end
3:
begin
    if((add_counter == 3) && (bcd_data[27:24] > 4))
    begin
        bcd_data[27:24] <= bcd_data[27:24] + 3;
    end
    add_counter <= 0;
    state <= SHIFT;
end
endcase
end
SHIFT:
begin
sh_counter <= sh_counter + 1;
bcd_data <= bcd_data << 1;
if(sh_counter == 11)
begin
sh_counter <= 0;
state <= DONE;
end
else
begin
state <= ADD;
end
end
DONE:
begin
result_rdy <= 1;
state <= IDLE;
end
default:
begin
state <= IDLE;
end
endcase
end
assign bcd_d_out = bcd_data[27:12];
assign rdy = result_rdy;
endmodule
--- design/flow/config.mk ---
export PLATFORM = sky130hd
export DESIGN_NAME = bin2BCD
export DESIGN_NICKNAME = bin2BCD
export VERILOG_FILES = /design/flow/design.v
export SDC_FILE = /design/flow/constraint.sdc
export NUM_CORES = 4
export LEC_CHECK = 1
export CORE_UTILIZATION = 50
==> deck_impl_summary.md <==
Synthesis and Place & Route Summary

Outcome
  – Status: complete, no violations

Global route
  – First-pass GRT wire length: 13.3 mm
  – GR Util met3: 0.0586
  – Number of global-route vias before repair: around 2600
  – GR Util met2: 0.383
  – Busiest grt layer: met1
  – Initial antenna violation count: 0
  – Tot GR Track Use: 0.269
  – Met1 GRT Util: 0.432
  – GR Overflow Total: 0
  – Largest net degree at the start of global routing: 30

Job
  – Log Warnings: 34
  – Max Cap Violations: 0

CTS
  – Post-CTS Hold Buffers: 0
  – Maximum clock path buffer count: 2
  – H-tree Lvls: 2
  – Num CTS Buffers: 5
  – TritonCTS clock tree: yes
  – Post-cts sizing count: 0
  – Number of post-CTS setup repair buffers: 0
  – Reg clk slew, reported paths: approximately 0.090 ns
  – Clk latency of the worst-skew pair: around 0.3 ns
  – Clock sink total: 39
  – Clk root buf: clkbuf_8

Yosys
  – Syn Area/Cell: 7.80 µm²
  – Seq/Total Area, Yosys: 0.305
  – Ys flop type: dfxtp_1
  – Number of enable flip-flop cells: 19
  – Ys cells: around 410
  – Async SR Flop Fraction: 0
  – Syn Std Cell Area: roughly 3200 µm²
  – Synth unique cells: around 61
  – Warnings from Yosys: 1
  – Yosys Chip Area: around 3200 µm²
  – Synthesized instance count: a little over 400
  – Flops & latches, synth: 39

Setup path
  – Critical Path Source Type: register
  – CP Capture Type: register
  – Worst Path Class, Setup: reg -> reg
  – CP required: 4.49 ns
  – Worst EP arrival: around 2.8 ns
  – Max Fanout on Critical Path: 13

Floorplan
  – Core Area: between 6000 and 7000 µm²
  – Initial Util: 0.528
  – Die extent in y: between 80 and 90 µm
  – Num rows: 28
  – Die Wd: slightly above 80 µm
  – I/O pins: 31
  – Die ar.: approximately 6700 µm²

Final timing
  – Final Max Slew Viols: 0
  – Fmax: ~380 MHz
  – Final hold vios: 0
  – Slew @ Worst Pin: just over 0.7 ns
  – Slew margin rel.: 0.516
  – Post-route clock skew: ~0.016 ns
  – RSZ-0062 raised after global routing: no
  – Final Cycle Share: 0.610
  – Endpoints failing setup: 0
  – Tmin final: 2.62 ns
  – Final worst slack: between 1.5 and 2 ns
  – Setup tns final: 0 ns

Placement
  – Port Buf Inserts: 30
  – Post-Place Setup Slack: roughly 1.6 ns
  – Cells after DPL: 465
  – RePlAce Congestion: slightly below 0.9
  – DP HPWL: roughly 5.4 mm

Finish
  – P&R area growth vs syn: 8.25%
  – Filler cell count: roughly 560
  – Register area: ~1000 µm²
  – Post-route insts no fill: between 400 and 500
  – Gate Area: 1860 µm²
  – Share of cells above drive strength 1: 0.0528

Detailed routing
  – # DRC: 0
  – Inserted Diodes: 0
  – Routed WL: between 8 and 9 mm
  – Post-DRT Antenna Nets: 0
  – DR iter-0 viols: between 200 and 250
  – Detailed Routing Iterations Pass 1: 5
  – Vias: a little under 3000
  – Vias/cell: a little over 6
  – DR WL/cell: ~17 µm

Power and ir drop
  – Pwr Total: about 2.6 mW
  – Pwr dens: 742 nW/µm²
  – Pleak: 1.30 nW
  – Max IR drop VDD: 398 µV

Min path
  – Hold Path Class: reg -> reg
## metal layers
metal,vias to the layer above,part of all wire
met2,118,0.44
met5,-,0
met1,1338,0.47
met4,0,0.016
li1,1428,-
met3,16,0.076
## area by class of cell
cell class / instances / share of cell area
clock inverters: 2 / 0.0174
repair buffers: 33 / 0.0937
multi-input cells: 300 / 0.539
well taps: 75 / 0.0272
flip-flops and latches: 39 / 0.282
inverters: 18 / 0.0196
clock buffers: 6 / 0.0211
## registers in the layout, indices dropped and copies added (netlist names)
register     cells
state            3
busy             1
result_rdy       1
sh_counter       4
bcd_data        28
add_counter      2
## worst paths after layout
path,from,end,slack (ns),cells after the start
setup / recovery,bcd_data[20]$_DFF_P_,bcd_data[26]$_DFF_P_,1.68,8
hold / removal,bcd_data[0]$_SDFFE_PP0P_,bcd_data[0]$_SDFFE_PP0P_,0.47,2
setup reg to reg,bcd_data[20]$_DFF_P_,bcd_data[26]$_DFF_P_,1.68,8
hold reg to reg,bcd_data[0]$_SDFFE_PP0P_,bcd_data[0]$_SDFFE_PP0P_,0.47,2
## kinds of logic (layout without fill, tap and decap cells)
| family | count (synthesis) | after routing | synth area share |
|---|---|---|---|
| compound gates | 123 | 123 | 0.258 |
| xor+xnor | 12 | 12 | 0.0330 |
| fa+ha+maj | 13 | 13 | 0.0511 |
| buf+inv | 69 | 59 | 0.111 |
| flops | 39 | 39 | 0.305 |
| mux | 7 | 7 | 0.0228 |
| simple gates | 145 | 145 | 0.219 |
## worst max-delay path, stage by stage, from the launching register on
cell	delay [ns]
dfxtp_1	0.70
inv_1	0.14
ha_1	0.26
and2b_1	0.43
nand2_1	0.10
a32o_1	0.27
a221o_1	0.35
a221oi_2	0.18
a21oi_1	0.09
## cells in the mapped netlist, types with 3 or more instances
library cell / n / area share
a221o_1: 4 / 0.013
o21ai_0: 32 / 0.050
nand2b_1: 5 / 0.0098
o31ai_1: 4 / 0.0094
o21a_1: 4 / 0.0094
o211ai_1: 5 / 0.012
a31oi_1: 8 / 0.016
o22ai_1: 5 / 0.0098
o311ai_0: 3 / 0.0083
ha_1: 13 / 0.051
nor2_1: 27 / 0.032
nand2_1: 59 / 0.070
buf_4: 19 / 0.045
xnor2_1: 9 / 0.025
nor3_1: 7 / 0.011
a21oi_1: 21 / 0.033
a22oi_1: 5 / 0.012
nand3_1: 24 / 0.038
xor2_1: 3 / 0.0083
clkbuf_1: 21 / 0.025
o21ai_1: 3 / 0.0047
edfxtp_1: 19 / 0.18
a221oi_1: 8 / 0.022
dfxtp_1: 20 / 0.13
inv_1: 17 / 0.020
buf_2: 7 / 0.011
mux2i_1: 5 / 0.016
nor2b_1: 4 / 0.0079
## layout by cell type (no fill, tap or decap), types with 3 or more instances in the layout
cell,count
o31ai_1,4
clkdlybuf4s50_1,30
nor2b_1,4
edfxtp_1,19
o21ai_0,32
mux2i_1,5
o211ai_1,5
ha_1,13
xor2_1,3
a22oi_1,5
o311ai_0,3
o22ai_1,5
nand2_1,59
nor2_1,27
o21a_1,4
o21ai_1,3
dfxtp_1,20
a21oi_1,21
nand3_1,24
a221oi_1,8
nor3_1,7
a31oi_1,8
a221o_1,4
inv_1,17
nand2b_1,5
xnor2_1,9
clkbuf_8,5
buf_4,3
## where the power goes
group | switching [mW] | internal (mW) | leakage [nW]
Combinational | 0.746 | 0.569 | 0.879
Sequential | 0.283 | 0.584 | 0.353
Clock | 0.143 | 0.232 | 0.0654
Total | 1.17 | 1.38 | 1.30
## through the flow
stage | hold WS, ns | util | instance area [µm²]
final | 0.472 | 0.572 | 3450
after global routing | 0.510 | 0.572 | 3450
after CTS | 0.468 | 0.572 | 3450
after detailed placement | 0.455 | 0.550 | 3310
after global placement | 0.447 | 0.550 | 3310
after floorplan | 0.437 | - | 3180
Power and IR drop assume default switching activity.
